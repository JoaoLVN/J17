[design.v]
module UC (clock,instruction,alucode,op1,op2,imControl,writecode,pcControl,flag,flag1,stackSelect);
  input clock;
  input [31:0] instruction;
  output [2:0] op1;
  output [20:0] op2;
  output flag;
  output flag1;
  output reg [5:0] alucode;
  output reg imControl;
  output reg writecode;
  output reg [4:0] pcControl;
  output reg [1:0] stackSelect;
  localparam [5:0] ADD = 6'd0,SUB=6'd1,MUL=6'd2,DIV=6'd3,
  ADDI=6'd4,SUBI=6'd5,MULI=6'd6,DIVI=6'd7,NOT=6'd8,AND=6'd9,
  OR=6'd10,XOR=6'd11,MOD=6'd12,SL=6'd13,SR=6'd14,JMP=6'd15,
  JE=6'd16,JB=6'd17,JA=6'd18,JNE=6'd19,JBE=6'd20,JAE=6'd21,
  JZ=6'd22,JNZ=6'd23,MOV=6'd24,NOP=6'd25,HLT=6'd26,PUSH=6'd27,
  POP=6'd28,MOVI=6'd29;
  assign op1 = instruction[24:22];
  assign flag = instruction[25];
  assign flag1 = instruction[21];
  assign op2 = instruction[20:0];
  always @(*) begin
    case(instruction[31:26])
      ADD:begin
        alucode=4'd1;
        imControl=1'd0;
        writecode=1'd0;
        pcControl=5'd0;
        stackSelect=2'd0;
      end
      ADDI:begin
        alucode=4'd1;
        imControl=1'd1;
        writecode=1'd0;
        pcControl=5'd0;
        stackSelect=2'd0;
      end
      SUB:begin
        alucode=4'd2;
        imControl=1'd0;
        writecode=1'd0;
        pcControl=5'd0;
        stackSelect=2'd0;
      end
      SUBI:begin
        alucode=4'd2;
        imControl=1'd1;
        writecode=1'd0;
        pcControl=5'd0;
        stackSelect=2'd0;
      end
      MUL:begin
        alucode=4'd3;
        imControl=1'd0;
        writecode=1'd0;
        pcControl=5'd0;
        stackSelect=2'd0;
      end
      MULI:begin
        alucode=4'd3;
        imControl=1'd1;
        writecode=1'd0;
        pcControl=5'd0;
        stackSelect=2'd0;
      end
      DIV:begin
        alucode=4'd4;
        imControl=1'd0;
        writecode=1'd0;
        pcControl=5'd0;
        stackSelect=2'd0;
      end
      DIVI:begin
        alucode=4'd4;
        imControl=1'd1;
        writecode=1'd0;
        pcControl=5'd0;
        stackSelect=2'd0;
      end
      NOT:begin
        alucode=4'd9;
        imControl=1'd0;
        writecode=1'd0;
        pcControl=5'd0;
        stackSelect=2'd0;
      end
      AND:begin
        alucode=4'd7;
        imControl=1'd0;
        writecode=1'd0;
        pcControl=5'd0;
        stackSelect=2'd0;
      end
      OR:begin
        alucode=4'd6;
        imControl=1'd0;
        writecode=1'd0;
        pcControl=5'd0;
        stackSelect=2'd0;
      end
      XOR:begin
        alucode=4'd11;
        imControl=1'd0;
        writecode=1'd0;
        pcControl=5'd0;
        stackSelect=2'd0;
      end
      MOD:begin
        alucode=4'd5;
        imControl=1'd0;
        writecode=1'd0;
        pcControl=5'd0;
        stackSelect=2'd0;
      end
      SL:begin
        alucode=4'd11;
        imControl=1'd0;
        writecode=1'd0;
        pcControl=5'd0;
        stackSelect=2'd0;
      end
      SR:begin
        alucode=4'd10;
        imControl=1'd0;
        writecode=1'd0;
        pcControl=5'd0;
        stackSelect=2'd0;
      end
      JMP:begin
        alucode=4'd14;
        imControl=1'd0;
        writecode=1'd0;
        pcControl=5'd9;
        stackSelect=2'd0;
      end
      JE:begin
        alucode=4'd14;
        imControl=1'd0;
        writecode=1'd0;
        pcControl=5'd1;
        stackSelect=2'd0;
      end
      JB:begin
        alucode=4'd14;
        imControl=1'd0;
        writecode=1'd0;
        pcControl=5'd2;
        stackSelect=2'd0;
      end
      JA:begin
        alucode=4'd14;
        imControl=1'd0;
        writecode=1'd0;
        pcControl=5'd3;
        stackSelect=2'd0;
      end
      JNE:begin
        alucode=4'd14;
        imControl=1'd0;
        writecode=1'd0;
        pcControl=5'd4;
        stackSelect=2'd0;
      end
      JBE:begin
        alucode=4'd14;
        imControl=1'd0;
        writecode=1'd0;
        pcControl=5'd5;
        stackSelect=2'd0;
      end
      JAE:begin
        alucode=4'd14;
        imControl=1'd0;
        writecode=1'd0;
        pcControl=5'd6;
        stackSelect=2'd0;
      end
      JNZ:begin
        alucode=4'd14;
        imControl=1'd0;
        writecode=1'd0;
        pcControl=5'd7;
        stackSelect=2'd0;
      end
      JZ:begin
        alucode=4'd14;
        imControl=1'd0;
        writecode=1'd0;
        pcControl=5'd8;
        stackSelect=2'd0;
      end
      NOP:begin
        alucode=4'd0;
        imControl=1'd0;
        writecode=1'd0;
        pcControl=5'd0;
        stackSelect=2'd0;
      end
      HLT:begin
        alucode=4'd0;
        imControl=1'd0;
        writecode=1'd0;
        pcControl=5'd10;
        stackSelect=2'd0;
      end
      MOV:begin
        alucode=4'd14;
        imControl=1'd0;
        writecode=1'd1;
        pcControl=5'd0;
        stackSelect=2'd0;
      end
      MOVI:begin
        alucode=4'd14;
        imControl=1'd1;
        writecode=1'd1;
        pcControl=5'd0;
        stackSelect=2'd0;
      end
      PUSH:begin
        alucode=4'd0;
        imControl=1'd1;
        writecode=1'd0;
        pcControl=5'd0;
        stackSelect=2'd1;
      end
      POP:begin
        alucode=4'd0;
        imControl=1'd1;
        writecode=1'd0;
        pcControl=5'd0;
        stackSelect=2'd2;
      end
		default: begin
		  alucode=4'd0;
        imControl=1'd0;
        writecode=1'd0;
        pcControl=5'd10;
        stackSelect=2'd0;
		 end
    endcase
  end
endmodule
[run.sh]
#!/bin/bash
# OpenROAD 26Q1-2900-gdf79404cd8, Yosys 0.63+post, stock flow scripts
make -C /OpenROAD-flow-scripts/flow DESIGN_CONFIG=/design/flow/config.mk WORK_HOME=/design/flow/orfs finish
[config.mk]
export PLATFORM = sky130hd
export DESIGN_NAME = UC
export DESIGN_NICKNAME = UC
export VERILOG_FILES = /design/flow/design.v
export SDC_FILE = /design/flow/constraint.sdc
export NUM_CORES = 4
export LEC_CHECK = 1
export CORE_AREA = 10 10 70 70
export DIE_AREA = 0 0 80 80
[constraint.sdc]
current_design UC

set clk_period 2.3
set clk_io_pct 0.2

create_clock -name clk0 -period $clk_period

set non_clock_inputs [all_inputs -no_clocks]
set_input_delay [expr $clk_period * $clk_io_pct] -clock clk0 $non_clock_inputs
set_output_delay [expr $clk_period * $clk_io_pct] -clock clk0 [all_outputs]
==> notes.org <==
#+TITLE: Physical design notes

** Outcome
- Status :: completed

** Setup path
- STA classifies the critical path startpoint as an input port.
- The required time at the worst endpoint is listed as 1840 ps.
- Sort of element at the end of the critical path :: primary output
- Setup CP Type :: in2out
- Data arrival at the endpoint of the critical path :: 1780 ps
- Along the worst path, the maximum fanout reaches 6.

** Final timing
- Total Neg Setup Slack :: 0 ps
- Setup-violating endpoint count in the final report :: 0
- Across all hold checks on the routed design, the worst slack comes to 920 ps.
- For reference, the final report shows the max-slew violation count at 0.
- Final hold violation count :: 0
- After layout, the worst path uses 97.6% of the clock period.
- Counting I/O delays and the setup requirement, the final critical path takes 2240 ps.
- Unrepaired setup endpoints after global routing :: yes
- The flow reports an fmax of 445 MHz.

** Routing
- 0 antenna diodes ended up in the layout.
- For this block, the via count after detailed routing is 592.
- Detail-routed net length per standard cell :: 13.0 um
- The first routing iteration left 22 violations.
- Per the detail_route report, DRC violations left total 0.
- Antenna viol nets, final :: 0
- The routed design has 1.89 mm of wire.
- 1st-pass router iterations :: 4
- Using the TritonRoute via totals, the vias-per-cell ratio works out to 4.08.

** Power
- Clock Power Share :: 0%
- Per the summary, power density relative to cell area is 162 mW/mm^2.
- Fraction of power spent switching nets :: 42.3%
- Switching pwr :: 0.0612 mW
- Cell internal power dissipation :: 0.0834 mW
- Max VDD drop :: 0.0796 mV
- Combinational logic is responsible for 100.0% of the overall power.
- Sequential Power Share :: 0%
- The script extracted a total leakage power of 0.447 nW.

** Global routing
- The number of antenna violations at the first check in global routing came to 0.
- Across every metal layer, demand over resource in global routing totals 5.36%.
- Largest net degree at the start of global routing :: 7
- The via count of the first global-routing pass was 569.
- Leftover overflow at the end of global routing :: 0
- Wire length of the first global-routing pass :: 2.83 mm

** Floorplanning
- Count of standard-cell rows :: 21
- In the floorplan report the effective utilization is 18.5%.
- Height of the die :: 80 um
- Standard cell core area :: 0.00342 mm^2
- 74 I/O pins were placed.
- Horizontal die dimension :: 80 um
- Area of the die :: 0.00640 mm^2

** Yosys
- The synthesis report lists the most area-consuming cells as buf_4 (34%), ha_1 (12%), mux2i_1 (7.9%).
- Summed over all instances, the cell type with the most area after synthesis is buf_4.
- Synth unique cells :: 26
- Synthesized area divided by synthesized cell count :: 7.28 um^2
- Area leader share :: 34.4%
- The area recorded from the Yosys report for this design is 633 um^2.
- The mapped netlist covers 633 um^2.
- Warnings from Yosys :: 1
- After technology mapping, the gate count stands at 87.
- Sequential share of the synthesized area :: 0%
- Post-synthesis cell count from yosys :: 87
- Cell with the most instances after synthesis :: buf_4
- The commonest cells after synthesis are buf_4 (29), a21oi_1 (7), ha_1 (6).

** Job
- The number of warnings reported in the stage logs is 39.
- Count of max-cap constraint violations :: 0

** Final layout
- The finished cells cover 892 um^2.
- The area growth from synthesis to layout is 40.9%.
- Cells with a size suffix above 1 make up 45.5% of the layout.
- In the final layout, flip-flops and latches occupy 0 um^2.
- The final report lists a non-filler cell total of 145.
- The layout has 0 clock buffers.
- Sequential cells placed in the final layout were counted as 0.

** Placed design
- Post-DP HPWL :: 1.29 mm
- Placed instance count :: 135
- RD Place Congestion :: 0.805
- Cell Area, Placed :: 734 um^2
- Input and output buffers added on the ports amount to 18.

** Clock network
- Post-CTS Hold Buffers :: 0

** Worst hold path
- Hold crit path type :: in2out
==> metal layers <==
layer,GRT usage (%),wire length [um]
met1,6.93,833
met2,9.23,912
met3,1.14,145
met4,0.352,0
met5,0,0
==> through the flow <==
step | setup WS (ps) | total power, mW | utilization, %
4_1_cts | 7.58 | 0.142 | 25.5
3_3_place_gp | -490 | 0.116 | 21.5
5_1_grt | -40.5 | 0.158 | 26.1
2_1_floorplan | 573 | 0.0878 | -
3_5_place_dp | -504 | 0.117 | 21.5
6_report | 55.1 | 0.145 | 26.1
==> what timing repair did <==
item	in CTS	in global routing
setup endpoints to repair	12	9
cloned	2	0
pin swaps	3	5
hold endpoints to repair	0	0
resized	33	8
setup buffers	8	1
==> path summary, 6_finish.rpt <==
path / start / end / depth (start not counted) / slack, ps
max: instruction[30] / alucode[1] / 5 / 60
min: instruction[25] / flag / 0 / 920
==> worst max-delay path: stages <==
cell,delay [ps]
dlygate4sd2_1,310
buf_4,190
a31oi_4,200
o21a_1,150
clkdlybuf4s50_1,460
==> cell usage in the layout (no fill, tap or decap) <==
| cell | instances |
|---|---|
| nor3b_2 | 1 |
| buf_4 | 25 |
| nor3_2 | 3 |
| o21a_1 | 2 |
| a31o_2 | 1 |
| inv_2 | 2 |
| nand3_1 | 2 |
| ha_2 | 2 |
| dlygate4sd2_1 | 5 |
| inv_1 | 2 |
| mux2i_1 | 4 |
| clkdlybuf4s15_2 | 1 |
| xnor2_1 | 1 |
| buf_6 | 3 |
| buf_2 | 1 |
| nor3_1 | 1 |
| nor2b_1 | 2 |
| mux2i_4 | 1 |
| ha_1 | 3 |
| a31oi_4 | 1 |
| nand2_1 | 2 |
| a21oi_1 | 7 |
| clkdlybuf4s50_1 | 6 |
| nor2b_4 | 1 |
| conb_1 | 3 |
| nor2b_2 | 1 |
| nor2_1 | 5 |
| and2b_1 | 1 |
| a32oi_1 | 1 |
| ha_4 | 1 |
| a22o_1 | 1 |
| nor4_2 | 1 |
| a211o_1 | 1 |
| dlymetal6s2s_1 | 4 |
| o211ai_1 | 1 |
==> layout make-up <==
cell class	instances	area, um^2
Tap cell	46	57.6
Timing Repair Buffer	45	392
Multi-Input combinational cell	50	428
Inverter	4	15.0
Fill cell	393	2520
==> logic make-up (layout without fill, tap and decap cells) <==
group           Yosys count  after routing  synth area share (%)
compound gates           15             15                  15.6
mux                       5              5                  7.91
buf+inv                  39             49                  45.3
xor+xnor                  1              1                  1.38
other cells               1              3                 0.592
simple gates             20             20                  17.4
fa+ha+maj                 6              6                  11.9
==> power by group through the flow <==
stage                 sequential (mW)  combinational [mW]  clock, mW
final                               0               0.145          0
after global routing                0               0.158          0
after CTS                           0               0.142          0
Power figures rest on the tool's default switching activity, not on a simulated workload.
