==> ./design.v <==
module LCD_Display(iCLK_50MHZ, iRST_N, hex0, hex1, hex2, hex3, hex4, hex5,
	LCD_RS,LCD_E,LCD_RW,DATA_BUS);
input iCLK_50MHZ, iRST_N;
input [3:0] hex5, hex4, hex3, hex2, hex1, hex0;
output LCD_RS, LCD_E, LCD_RW;
inout [7:0] DATA_BUS;
parameter
HOLD = 4'h0,
FUNC_SET = 4'h1,
DISPLAY_ON = 4'h2,
MODE_SET = 4'h3,
Print_String = 4'h4,
LINE2 = 4'h5,
RETURN_HOME = 4'h6,
DROP_LCD_E = 4'h7,
RESET1 = 4'h8,
RESET2 = 4'h9,
RESET3 = 4'ha,
DISPLAY_OFF = 4'hb,
DISPLAY_CLEAR = 4'hc;
reg [3:0] state, next_command;
reg [7:0] DATA_BUS_VALUE;
wire [7:0] Next_Char;
reg [19:0] CLK_COUNT_400HZ;
reg [4:0] CHAR_COUNT;
reg CLK_400HZ, LCD_RW_INT, LCD_E, LCD_RS;
assign DATA_BUS = (LCD_RW_INT? 8'bZZZZZZZZ: DATA_BUS_VALUE);
LCD_display_string u1(
.index(CHAR_COUNT),
.out(Next_Char),
.hex5(hex5),
.hex4(hex4),
.hex3(hex3),
.hex2(hex2),
.hex1(hex1),
.hex0(hex0));
assign LCD_RW = LCD_RW_INT;
always @(posedge iCLK_50MHZ or negedge iRST_N)
	if (!iRST_N)
	begin
	   CLK_COUNT_400HZ <= 20'h00000;
	   CLK_400HZ <= 1'b0;
	end
	else if (CLK_COUNT_400HZ < 20'h0F424)
	begin
	   CLK_COUNT_400HZ <= CLK_COUNT_400HZ + 1'b1;
	end
	else
	begin
	  CLK_COUNT_400HZ <= 20'h00000;
	  CLK_400HZ <= ~CLK_400HZ;
	end
always @(posedge CLK_400HZ or negedge iRST_N)
	if (!iRST_N)
	begin
	 state <= RESET1;
	end
	else
	case (state)
	RESET1:			
	begin
	  LCD_E <= 1'b1;
	  LCD_RS <= 1'b0;
	  LCD_RW_INT <= 1'b0;
	  DATA_BUS_VALUE <= 8'h38;
	  state <= DROP_LCD_E;
	  next_command <= RESET2;
	  CHAR_COUNT <= 5'b00000;
	end
	RESET2:
	begin
	  LCD_E <= 1'b1;
	  LCD_RS <= 1'b0;
	  LCD_RW_INT <= 1'b0;
	  DATA_BUS_VALUE <= 8'h38;
	  state <= DROP_LCD_E;
	  next_command <= RESET3;
	end
	RESET3:
	begin
	  LCD_E <= 1'b1;
	  LCD_RS <= 1'b0;
	  LCD_RW_INT <= 1'b0;
	  DATA_BUS_VALUE <= 8'h38;
	  state <= DROP_LCD_E;
	  next_command <= FUNC_SET;
	end
	FUNC_SET:
	begin
	  LCD_E <= 1'b1;
	  LCD_RS <= 1'b0;
	  LCD_RW_INT <= 1'b0;
	  DATA_BUS_VALUE <= 8'h38;
	  state <= DROP_LCD_E;
	  next_command <= DISPLAY_OFF;
	end
	DISPLAY_OFF:
	begin
	  LCD_E <= 1'b1;
	  LCD_RS <= 1'b0;
	  LCD_RW_INT <= 1'b0;
	  DATA_BUS_VALUE <= 8'h08;
	  state <= DROP_LCD_E;
	  next_command <= DISPLAY_CLEAR;
	end
	DISPLAY_CLEAR:
	begin
	  LCD_E <= 1'b1;
	  LCD_RS <= 1'b0;
	  LCD_RW_INT <= 1'b0;
	  DATA_BUS_VALUE <= 8'h01;
	  state <= DROP_LCD_E;
	  next_command <= DISPLAY_ON;
	end
	DISPLAY_ON:
	begin
	  LCD_E <= 1'b1;
	  LCD_RS <= 1'b0;
	  LCD_RW_INT <= 1'b0;
	  DATA_BUS_VALUE <= 8'h0C;
	  state <= DROP_LCD_E;
	  next_command <= MODE_SET;
	end
	MODE_SET:
	begin
	  LCD_E <= 1'b1;
	  LCD_RS <= 1'b0;
	  LCD_RW_INT <= 1'b0;
	  DATA_BUS_VALUE <= 8'h06;
	  state <= DROP_LCD_E;
	  next_command <= Print_String;
	end
	Print_String:
	begin
	  state <= DROP_LCD_E;
	  LCD_E <= 1'b1;
	  LCD_RS <= 1'b1;
	  LCD_RW_INT <= 1'b0;
	  if (Next_Char[7:4] != 4'h0)
		DATA_BUS_VALUE <= Next_Char;
	  else if (Next_Char[3:0] >9)
		 DATA_BUS_VALUE <= {4'h4,Next_Char[3:0]}; 
	  else
		 DATA_BUS_VALUE <= {4'h3,Next_Char[3:0]};
	  if ((CHAR_COUNT < 31) && (Next_Char != 8'hFE))
	     CHAR_COUNT <= CHAR_COUNT + 1'b1;
	  else
	     CHAR_COUNT <= 5'b00000; 
	  if (CHAR_COUNT == 15)
	    next_command <= LINE2;
	  else if ((CHAR_COUNT == 31) || (Next_Char == 8'hFE))
	    next_command <= RETURN_HOME;
	  else
	    next_command <= Print_String;
	end
	LINE2:
	begin
	  LCD_E <= 1'b1;
	  LCD_RS <= 1'b0;
	  LCD_RW_INT <= 1'b0;
	  DATA_BUS_VALUE <= 8'hC0;
	  state <= DROP_LCD_E;
	  next_command <= Print_String;
	end
	RETURN_HOME:
	begin
	  LCD_E <= 1'b1;
	  LCD_RS <= 1'b0;
	  LCD_RW_INT <= 1'b0;
	  DATA_BUS_VALUE <= 8'h80;
	  state <= DROP_LCD_E;
	  next_command <= Print_String;
	end
	DROP_LCD_E:
	begin
	  LCD_E <= 1'b0;
	  state <= HOLD;
	end
	HOLD:
	begin
	  state <= next_command;
	end
	endcase
endmodule
module LCD_display_string(index,out,hex5,hex4,hex3,hex2,hex1,hex0);
input [4:0] index;
input [3:0] hex0,hex1,hex2,hex3,hex4,hex5;
output [7:0] out;
reg [7:0] out;
   always 
     case (index)
	5'h00: out <= 8'h4E; 
	5'h01: out <= 8'h75; 
	5'h02: out <= 8'h6D; 
	5'h03: out <= 8'h31; 
	5'h04: out <= 8'h3A; 
	5'h05: out <= {4'h0,hex1}; 
	5'h06: out <= {4'h0,hex0}; 
	5'h07: out <= 8'h20; 
	5'h08: out <= 8'h4E; 
	5'h09: out <= 8'h75; 
	5'h0A: out <= 8'h6D; 
	5'h0B: out <= 8'h32; 
	5'h0C: out <= 8'h3A; 
	5'h0D: out <= {4'h0,hex3}; 
	5'h0E: out <= {4'h0,hex2}; 
	5'h10: out <= 8'h52; 
	5'h11: out <= 8'h65; 
	5'h12: out <= 8'h73; 
	5'h13: out <= 8'h75; 
	5'h14: out <= 8'h6C; 
	5'h15: out <= 8'h74; 
	5'h16: out <= 8'h3A; 
	5'h17: out <= {4'h0,hex5}; 
	5'h18: out <= {4'h0,hex4}; 
	default: out <= 8'h20;
     endcase
endmodule
module	Reset_Delay( input iCLK, output reg oRESET);
reg	[19:0]	Cont;
always@(posedge iCLK)
begin
	if(Cont!=20'hFFFFF)
	begin
		Cont	<=	Cont + 1'b1;
		oRESET	<=	1'b0;
	end
	else
	oRESET	<=	1'b1;
end
endmodule
module lcdlab3(
  input CLOCK_50,	 
  input [3:0] KEY,       
  input [17:0] SW,	 
  input [3:0] TensBin1, 
  input [3:0] OnesBin1,
  input [3:0] TensBin2, 
  input [3:0] OnesBin2,
  input [3:0] TensBin3, 
  input [3:0] OnesBin3,
  output [17:0] LEDR,   
  inout [35:0] GPIO_0,GPIO_1,	 
  output LCD_ON,	 
  output LCD_BLON,	 
  output LCD_RW,	 
  output LCD_EN,	 
  output LCD_RS,	 
  inout [7:0] LCD_DATA	 
);
assign	GPIO_0		=	36'hzzzzzzzzz;
assign	GPIO_1		=	36'hzzzzzzzzz;
wire [6:0] myclock;
wire RST;
assign RST = KEY[0];
wire DLY_RST;
Reset_Delay r0(	.iCLK(CLOCK_50),.oRESET(DLY_RST) );
assign LEDR = SW;
assign	LCD_ON		=	1'b1;
assign	LCD_BLON	=	1'b1;
wire [3:0] hex5, hex4, hex3, hex2, hex1, hex0;
assign hex5 = TensBin3;
assign hex4 = OnesBin3;
assign hex3 = TensBin2;
assign hex2 = OnesBin2;
assign hex1 = TensBin1;
assign hex0 = OnesBin1;
LCD_Display u1(
   .iCLK_50MHZ(CLOCK_50),
   .iRST_N(DLY_RST),
   .hex0(hex0),
   .hex1(hex1),
	.hex2(hex2),
	.hex3(hex3),
	.hex4(hex4),
	.hex5(hex5),
   .DATA_BUS(LCD_DATA),
   .LCD_RW(LCD_RW),
   .LCD_E(LCD_EN),
   .LCD_RS(LCD_RS)
);
endmodule
==> ./run.sh <==
#!/bin/bash
# OpenROAD 26Q1-2900-gdf79404cd8, Yosys 0.63+post, stock flow scripts
make -C /OpenROAD-flow-scripts/flow DESIGN_CONFIG=/design/flow/config.mk WORK_HOME=/design/flow/orfs finish
==> ./config.mk <==
export PLATFORM = sky130hd
export DESIGN_NAME = lcdlab3
export DESIGN_NICKNAME = lcdlab3
export VERILOG_FILES = /design/flow/design.v
export SDC_FILE = /design/flow/constraint.sdc
export NUM_CORES = 4
export LEC_CHECK = 1
export CORE_UTILIZATION = 50
==> ./constraint.sdc <==
current_design lcdlab3

set clk_period 1.4
set clk_io_pct 0.2

create_clock -name clk0 -period $clk_period [get_ports {CLOCK_50}]

set non_clock_inputs [all_inputs -no_clocks]
set_input_delay [expr $clk_period * $clk_io_pct] -clock clk0 $non_clock_inputs
set_output_delay [expr $clk_period * $clk_io_pct] -clock clk0 [all_outputs]
==> impl_metrics.ini <==
; generated from flow reports
[sta]
fin_crit_ns = 1.46
setup_violations = 23
slew_violations = 0
relSlewSlack = 0.419
unclocked_regs = 23
rsz0062_at_grt = yes
finalClockPeriodUsage = 1.04
max_freq_ghz = 0.685
tightestPinTransition_ns = 0.871
hold_viol_final = 0
untimed_endpoints = 52
fin_skew_ns = 0.00996
setup_slack_ns = -0.0591
finalSetupTns_ns = -1.05

[power]
finalPower_mw = 2.62
switchingPower_mw = 0.511
p_per_area_nw_per_um2 = 532
pwr-share-seq = 0.643
intPower_mw = 2.11
ir_drop_v = 0.000458
cellLeakagePower_nw = 2.09
switching_share = 0.195
combPwrFrac = 0.077
clock_power_share = 0.280

[place]
io_buffers = 26
gp_congestion = 0.868
hpwl_mm = 5.53
place_ws_ns = -0.0956
place_inst = 597

[detailed_routing]
ant_nets = 0
viasPerCell = 5.04
drt-initial-drc-count = 119
dr.pass1.iters = 5
dr_wl_met3_um = 453
wl_met2_mm = 3.38
topRoutingLayerUsed = met4
wire_per_inst_um = 12.3
wl_mm = 7.53
antenna_cells = 0
drc = 0
wl_met1_mm = 3.62
vias = 3078

[finish]
syn2layout_area_growth_pct = 9.41
drive_gt1_frac = 0.179
stdcell_count = 611

[cts]
clkTransAtPathRegs_ns = 0.08
numCtsBuffers = 5
clkLatencyLatePin_ns = 0.29
cts.path.max_buffers = 2
htree_levels = 2
holdBufCountCts = 0
cts_tree = built
cts.root.buffer_cell = clkbuf_8

[critical_path]
startpoint_type = register
reg2reg_to = r0.Cont[3]
ff2ff_path_depth = 5
r2r-start = r0.Cont[14]
arrival_ns = 1.47
cp.required_ns = 1.41
cp_max_fo = 13
r2r_setup_slack_ns = -0.06
worst-setup-path-type = reg -> reg
endpoint_kind = register

[global_route]
grt_pass1_vias = 2851
track_usage = 0.171
antenna_found_initial = 0
grt_max_degree = 31
grt_pass1_wl_mm = 13.1
grt_overflow = 0

[floorplanning]
fp.dieW_um = 96.8
initial_utilization = 0.515
die_h_um = 96.8
dieArea_um2 = 9370
io-pin-count = 150
fp.coreArea_um2 = 8720
rows = 34

[logic_synthesis]
synth_stat.cells = 461
synthesis.area_um2 = 4490
synth_cells = 461
common_cells = buf_4 (97), edfxtp_1 (39), nor2_1 (37)
yosysWarnings = 6
top_area_cell = edfxtp_1
syn_area_per_cell_um2 = 9.75
synth-edff-count = 39
yosysUniqueCellTypes = 65
yosys_area_um2 = 4490
synthArstFlopShare = 0.385
most_common_cell = buf_4
top_cells_by_area = edfxtp_1 (26%), buf_4 (16%), dfrtp_1 (13%)
ys.flop_type = edfxtp_1
top_area_frac = 0.261
synth_seq_share = 0.405
ys.flops = 65

[run_status]
violations = setup timing
status = complete, but fails checks

[job]
tool_warnings = 37
drv_cap = 0

[min_path]
min_path_type = reg -> async
## flip-flops by register name (all words and copies together) (netlist names)
name and flops:
LCD_DATA 8, r0.oRESET 1, u1.next_command 4, r0.Cont 20
u1.LCD_RS 1, u1.LCD_E 1, u1.CLK_COUNT_400HZ 20, u1.CLK_400HZ 1
u1.state 4, u1.CHAR_COUNT 5
## critical path: stages (launching register included)
cell	delay, ns
edfxtp_1	0.38
and4_1	0.23
and3_4	0.15
and3_4	0.19
nand3_4	0.08
buf_12	0.15
## cells by family (layout without fill, tap and decap cells)
group | Yosys count | in the layout | share of synthesized area
other cells | 2 | 79 | 0.00167
fa+ha+maj | 9 | 9 | 0.0251
flops | 65 | 65 | 0.405
simple gates | 153 | 153 | 0.183
mux | 8 | 8 | 0.0192
xor+xnor | 35 | 35 | 0.0682
buf+inv | 124 | 89 | 0.191
compound gates | 65 | 65 | 0.107
## area by class of cell
cell class	count	area [um2]
clock buffer	6	72.6
clock inverter	2	8.76
fill	744	3800
tap	108	135
multi-input combinational	349	2210
inverter	10	37.5
timing repair buffer	71	639
sequential	65	1820
## power groups by stage
stage / Clock [mW] / Combinational [mW] / Sequential [mW]
6_report: 0.734 / 0.202 / 1.68
5_1_grt: 0.826 / 0.235 / 1.69
4_1_cts: 0.763 / 0.207 / 1.68
## repair_timing
action                                  CTS  global route
endpoints found under the setup margin   47            50
resized                                   9             8
pin swaps                                 2             2
setup buffers                             6             0
gates cloned                              0             0
## cell usage in the layout, fill, tap and decap left out, types with 3 or more instances in the layout
master            n
nand3_2           3
xnor2_1          15
o221ai_1          3
nand3_1          17
o211ai_1          6
dfrtp_1          24
nor2b_1           7
xor2_1           20
nand2b_1          5
nor2_2            8
edfxtp_1         39
o31ai_1           3
o21ai_0          10
mux2i_1           3
a221oi_1          4
mux2_2            4
nor2_1           29
a32o_1            3
conb_1           79
ha_1              8
clkdlybuf4s50_1  26
a21oi_1          10
and3_1           10
nand2_1          30
and3b_1           3
clkbuf_8          5
buf_12            3
inv_1             9
buf_4            41
a31oi_1           5
and4b_1           4
nand4_1          11
## worst max path at each step
stage,from,end,slack (ns),depth (start not counted)
finish,r0.Cont[14],r0.Cont[3],-0.06,5
global route,r0.Cont[1],r0.Cont[14],-0.14,6
CTS,r0.Cont[14],r0.Cont[16],-0.06,5
## through the flow
stage / hold WS (ns) / cell area (um2) / utilization
after floorplan: 0.354 / 4830 / -
after global placement: 0.230 / 4730 / 0.543
after detailed placement: 0.229 / 4730 / 0.543
after CTS: 0.233 / 4890 / 0.561
after global routing: 0.262 / 4920 / 0.564
final: 0.218 / 4920 / 0.564
## layer usage
metal,vias to the layer above,GRT usage
met5,-,0
li1,1531,-
met3,14,0.0272
met4,0,0.0218
met2,121,0.250
met1,1412,0.290
Power and IR drop assume default switching activity.
